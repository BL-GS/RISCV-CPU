==> flow/design.v <==
module ImmGen (
           input   wire [31: 7]    imm,
           input   wire [4: 0]     SextOpe,
           output  wire [31: 0]    out
       );
reg  [31: 0] out_reg;
assign out = out_reg;
wire inst0                  = imm[31];
wire [5: 0]     inst1       = imm[30: 25];
wire [3: 0]     inst2       = imm[24: 21];
wire inst3                  = imm[20];
wire [7: 0]     inst4       = imm[19: 12];
wire [3: 0]     inst5       = imm[11: 8];
wire inst6                  = imm[7];
wire [11: 0]    signalEX_12 = {12{inst0}};
wire [19: 0]    signalEX_20 = {{8{inst0}}, signalEX_12[11: 0]};
wire [31: 0] imm_I;
wire [31: 0] imm_S;
wire [31: 0] imm_B;
wire [31: 0] imm_J;
wire [31: 0] imm_U;
assign imm_I = {signalEX_20, inst0, inst1, inst2, inst3};
assign imm_S = {signalEX_20, inst0, inst1, inst5, inst6};
assign imm_B = {signalEX_20, inst6, inst1, inst5, 1'b0};
assign imm_J = {signalEX_12, inst4, inst3, inst1, inst2, 1'b0};
assign imm_U = {inst0, inst1, inst2, inst3, inst4, 12'd0};
always @(*) begin
    case (SextOpe)
        5'b10000: begin
            out_reg[31: 0] = imm_I[31: 0];
        end
        5'b01000: begin
            out_reg[31: 0] = imm_S[31: 0];
        end
        5'b00100: begin
            out_reg[31: 0] = imm_B[31: 0];
        end
        5'b00010: begin
            out_reg[31: 0] = imm_J[31: 0];
        end
        5'b00001: begin
            out_reg[31: 0] = imm_U[31: 0];
        end
        default: begin
            out_reg[31: 0] = 32'b0;
        end
    endcase
end
endmodule
module ALUope (
           input    wire[6: 0]  func7,
           input    wire[2: 0]  func3,
           input    wire[6: 0]  opecode,
           output   reg[2: 0]   ALUop,
           output   reg         Unsigned
       );
always @(*) begin
    casez ({func7[5], func3, opecode[6:2]})
        9'b11010?100:
            ALUop = 3'b111;
        9'b01010?100:
            ALUop = 3'b011;
        9'b00010?100:
            ALUop = 3'b001;
        9'b?10000100:
            ALUop = 3'b101;
        9'b010001100:
            ALUop = 3'b101;
        9'b?11000100:
            ALUop = 3'b100;
        9'b011001100:
            ALUop = 3'b100;
        9'b?11100100:
            ALUop = 3'b110;
        9'b011101100:
            ALUop = 3'b110;
        9'b????01101:
            ALUop = 3'b001;
        9'b100001100:
            ALUop = 3'b010;
        default: 
            ALUop = 3'b000;
    endcase
end
always @(*) begin
    casez ({func3, opecode[6:2]})
        8'b11?11000:  
            Unsigned = 1'b1;
        8'b0110?100:  
            Unsigned = 1'b1;
        8'b1??00000:  
            Unsigned = 1'b1;
        8'b???01101:  
            Unsigned = 1'b1;
        default: 
            Unsigned = 1'b0;
    endcase
end
endmodule
module RegFile(
           input   wire          clk,
           input   wire          rst_n,
           input   wire          we,
           input   wire[4: 0]    rs1,
           input   wire[4: 0]    rs2,
           input   wire[4: 0]    wr,
           input   wire[31: 0]   wd,
           output  wire[31: 0]   rd1,
           output  wire[31: 0]   rd2
       );
reg[31: 0] rf[31: 1];  
assign    rd1 = (rs1 == 0) ? 0 : rf[$unsigned(rs1)];
assign    rd2 = (rs2 == 0) ? 0 : rf[$unsigned(rs2)];
always @ (posedge clk or negedge rst_n) begin
    if (~rst_n) begin
        rf[1][31: 0]  <= 0;
        rf[2][31: 0]  <= 0;
        rf[3][31: 0]  <= 0;
        rf[4][31: 0]  <= 0;
        rf[5][31: 0]  <= 0;
        rf[6][31: 0]  <= 0;
        rf[7][31: 0]  <= 0;
        rf[8][31: 0]  <= 0;
        rf[9][31: 0]  <= 0;
        rf[10][31: 0] <= 0;
        rf[11][31: 0] <= 0;
        rf[12][31: 0] <= 0;
        rf[13][31: 0] <= 0;
        rf[14][31: 0] <= 0;
        rf[15][31: 0] <= 0;
        rf[16][31: 0] <= 0;
        rf[17][31: 0] <= 0;
        rf[18][31: 0] <= 0;
        rf[19][31: 0] <= 0;
        rf[20][31: 0] <= 0;
        rf[21][31: 0] <= 0;
        rf[22][31: 0] <= 0;
        rf[23][31: 0] <= 0;
        rf[24][31: 0] <= 0;
        rf[25][31: 0] <= 0;
        rf[26][31: 0] <= 0;
        rf[27][31: 0] <= 0;
        rf[28][31: 0] <= 0;
        rf[29][31: 0] <= 0;
        rf[30][31: 0] <= 0;
        rf[31][31: 0] <= 0;
    end
    else if (we == 1'b1) begin
        rf[$unsigned(wr)] <= wd;
    end
end
endmodule
module ID (
           input    wire            clk,
           input    wire            rst_n,
           input    wire [31: 0]    inst,
           input    wire [4: 0]     SextOpe,
           input    wire            RegWe,
           input    wire [31: 0]    RegWd,
           output   wire [31: 0]    rd1,
           output   wire [31: 0]    rd2,
           output   wire [31: 0]    immOut,
           output   wire [2: 0]     ALUop,
           output   wire            Unsigned
       );
wire [4: 0]    rs1;
wire [4: 0]    rs2;
wire [4: 0]    wr;
wire [6: 0]    func7;
wire [2: 0]    func3;
wire [6: 0]    opecode;
wire [31: 7]   imm;
assign rs1     = inst[19: 15];
assign rs2     = inst[24: 20];
assign wr      = inst[11: 7];
assign func7   = inst[31: 25];
assign func3   = inst[14: 12];
assign opecode = inst[6: 0];
assign imm     = inst[31: 7];
RegFile regFile (
            .clk(clk),
            .rst_n(rst_n),
            .we(RegWe),
            .rs1(rs1),
            .rs2(rs2),
            .wd(RegWd),
            .wr(wr),
            .rd1(rd1),
            .rd2(rd2)
        );
ImmGen immGen (
           .imm(imm),
           .SextOpe(SextOpe),
           .out(immOut)
       );
ALUope aluOpe (
           .func7(func7),
           .func3(func3),
           .opecode(opecode),
           .ALUop(ALUop),
           .Unsigned(Unsigned)
       );
endmodule
==> flow/run.sh <==
#!/bin/bash
# OpenROAD 26Q1-2900-gdf79404cd8, Yosys 0.63+post, stock flow scripts
make -C /OpenROAD-flow-scripts/flow DESIGN_CONFIG=/design/flow/config.mk WORK_HOME=/design/flow/orfs finish
==> flow/config.mk <==
export PLATFORM = sky130hd
export DESIGN_NAME = ID
export DESIGN_NICKNAME = ID
export VERILOG_FILES = /design/flow/design.v
export SDC_FILE = /design/flow/constraint.sdc
export NUM_CORES = 4
export LEC_CHECK = 1
export CORE_UTILIZATION = 30
==> flow/constraint.sdc <==
current_design ID

set clk_period 8.2
set clk_io_pct 0.2

create_clock -name clk0 -period $clk_period [get_ports {clk}]

set non_clock_inputs [all_inputs -no_clocks]
set_input_delay [expr $clk_period * $clk_io_pct] -clock clk0 $non_clock_inputs
set_output_delay [expr $clk_period * $clk_io_pct] -clock clk0 [all_outputs]
==> impl_metrics.json <==
{
  "status": "finished, final reports clean",
  "drc": 0,
  "antenna_left": 0,
  "layout-drive-gt1-share": 0.357,
  "dp_hpwl_mm": 203,
  "regMostFlops": "regFile.rf",
  "ys_seq_frac": 0.475,
  "lay_top_count": "mux2_2",
  "setup-violations-final": 0,
  "die_w_um": 419,
  "syn_area_mm2": 0.0522,
  "core_mm2": 0.172,
  "yosysChipArea_mm2": 0.0522,
  "wl_mm": 317,
  "skew_ns": 0,
  "grt_pass1_vias": 46200,
  "area_growth_pct": 19.0,
  "avgViaCountPerCell": 6.72,
  "start_kind": "input port",
  "ys_seq_elements": 992,
  "hold_class": "reg2reg",
  "crit_type": "in2out",
  "netlist_instances": 4514,
  "wl_per_cell_um": 44.2,
  "drv_cap": 0,
  "finalHoldViolCount": 0,
  "top_area_frac": 0.475,
  "numCtsBuffers": 110,
  "finalMaxSlewViolations": 0,
  "setup-tns-final_ns": 0,
  "antenna_found_initial": 32,
  "cts_setup_buffers": 0,
  "grt_overflow_total": 0,
  "total_power_mw": 14.7,
  "fp_util": 0.303,
  "slew_headroom": 0.238,
  "grt_use_total": 0.368,
  "whs_ns": 0.529,
  "cts_tree": "yes",
  "numPortBuffers": 169,
  "clk_pin_slew_ns": 0.06,
  "crit_required_ns": 6.56,
  "num_vias": 48100,
  "final_cell_mix": "mux2_2 (1018), dfrtp_1 (992), a22oi_1 (572), buf_4 (357), a21oi_1 (189)",
  "warning_count": 47,
  "die_y_um": 419,
  "synth-edff-count": 0,
  "clk_path_buf_depth": 3,
  "fin_area_mm2": 0.0621,
  "clk_latency_ns": 0.78,
  "p_leak_nw": 26.4,
  "tightest_slew_ns": 1.14,
  "yosysWarnings": 4,
  "drt_first_pass_iters": 6,
  "largest_registers": "regFile.rf (992)",
  "drtIter0Drc": 5992,
  "dpl_cell_area_mm2": 0.0581,
  "finalClockPeriodUsage": 0.919,
  "max_freq_mhz": 133,
  "ff_type": "dfrtp_1",
  "std_cell_rows": 152,
  "synthArstFlopShare": 1.00,
  "root_buffer": "clkbuf_16",
  "grt_max_degree": 118,
  "die-area_mm2": 0.176,
  "grt_first_pass_wirelength_mm": 419,
  "io_pins": 172,
  "critPathMaxFanout": 32,
  "cts_sinks": 992,
  "h-tree-depth": 3,
  "gp_congestion": 1.10,
  "rsz0062_at_grt": "false",
  "worstPathArrival_ns": 5.90,
  "top_area_cell": "dfrtp_1",
  "cts_hold_buffers": 0,
  "p_per_area_mw_per_mm2": 237,
  "synth.area.top_cells": "dfrtp_1 (48%), mux2_2 (22%), a22oi_1 (8.2%)",
  "syn_avg_cell_area_um2": 11.6,
  "cts_resized": 0,
  "ir_drop_mv": 0.197,
  "crit_path_end_kind": "output port",
  "largest_register_ffs": 992,
  "yosysCellCount": 4514,
  "min_period_ns": 7.54,
  "ys_types": 84
}
-- cell type report --
class,instances,area [µm²]
well taps,2310,2890
repair buffers,539,4720
clock inverters,48,726
diodes,34,85.1
multi-input cells,3071,25700
clock buffers,155,3180
fillers,16700,110000
inverters,6,22.5
flip-flops and latches,992,24800
-- per-stage QoR --
| stage | util | cells | setup WS (ns) |
|---|---|---|---|
| floorplan | - | 4514 | 3.51 |
| global placement | 0.337 | 6918 | 0.984 |
| detailed placement | 0.337 | 6918 | 1.01 |
| global route | 0.360 | 7124 | 0.828 |
| finish | 0.361 | 7155 | 0.664 |
| CTS | 0.360 | 7121 | 0.986 |
-- kinds of logic (layout without fill, tap and decap cells) --
group / Yosys count / after routing / share of synthesized area
AND-OR/OR-AND: 1179 / 1179 / 0.164
buffers and inverters: 451 / 748 / 0.0414
XOR/XNOR: 4 / 4 / 0.000671
other: 0 / 34 / 0
AND/OR/NAND/NOR: 752 / 752 / 0.0748
multiplexers: 1136 / 1136 / 0.244
flip-flops: 992 / 992 / 0.475
-- layer usage --
layer | part of all wire | track usage | vias up
met3 | 0.17 | 0.245 | 1475
met5 | 0.0039 | 0.0539 | -
li1 | - | - | 17800
met2 | 0.39 | 0.480 | 4359
met1 | 0.35 | 0.433 | 24400
met4 | 0.087 | 0.241 | 56
-- worst max-delay path, stage by stage --
cell,delay [ns]
buf_4,0.41
buf_12,0.33
nand3_1,0.64
nor2_4,0.98
buf_4,0.45
a221oi_1,0.14
and3_1,0.21
a31oi_1,0.35
buf_4,0.20
clkdlybuf4s50_1,0.45
-- Yosys cell counts, drive strengths merged, types with 10 or more instances --
| cell type | number |
|---|---|
| mux2 | 1027 |
| dfrtp | 992 |
| a22oi | 572 |
| buf | 281 |
| nand2 | 197 |
| a21oi | 190 |
| nor2 | 175 |
| clkbuf | 164 |
| mux2i | 104 |
| nor3 | 88 |
| a22o | 87 |
| nand4 | 81 |
| o21ai | 50 |
| a31oi | 34 |
| nand3 | 34 |
| a221oi | 32 |
| nor4 | 30 |
| a2111oi | 28 |
| nand2b | 26 |
| and3 | 24 |
| nor2b | 24 |
| a32oi | 22 |
| o22ai | 21 |
| a21o | 19 |
| a221o | 18 |
| and2 | 18 |
| a211oi | 17 |
| nand3b | 14 |
| a222oi | 12 |
| o31ai | 10 |
-- path summary, 6_finish.rpt --
path	cells past startpoint	end	slack [ns]	from
max in group asynchronous	3	regFile.rf[2][28]$_DFFE_PN0P_	5.32	rst_n
worst max-delay path	10	rd1[25]	0.66	inst[19]
worst max register to register	1	regFile.rf[20][18]$_DFFE_PN0P_	7.25	regFile.rf[20][18]$_DFFE_PN0P_
worst min register to register	1	regFile.rf[27][11]$_DFFE_PN0P_	0.53	regFile.rf[27][11]$_DFFE_PN0P_
worst min-delay path	1	regFile.rf[27][11]$_DFFE_PN0P_	0.53	regFile.rf[27][11]$_DFFE_PN0P_
min in group asynchronous	1	regFile.rf[5][8]$_DFFE_PN0P_	0.86	rst_n
-- report_power, final --
part           total, mW  internal [mW]  switching (mW)
Combinational       2.53           1.23            1.29
Sequential          6.80           5.84           0.953
Clock               5.42           3.15            2.27
Total               14.7           10.2            4.52
