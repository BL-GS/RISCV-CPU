File: ./config.mk
export PLATFORM = sky130hd
export DESIGN_NAME = Interface_LED_SWITCH
export DESIGN_NICKNAME = Interface_LED_SWITCH
export VERILOG_FILES = /design/flow/design.v
export SDC_FILE = /design/flow/constraint.sdc
export NUM_CORES = 4
export LEC_CHECK = 1
export CORE_UTILIZATION = 40
File: ./design.v
module Buffer
       # (parameter WIDTH = 32)
       (
           input   wire                 clk,
           input   wire                 rst_n,
           input   wire                 we,
           input   wire [WIDTH-1: 0]    din,
           output  wire [WIDTH-1: 0]    dout
       );
reg [WIDTH-1: 0] buff;
assign dout = buff;
always @(posedge clk or negedge rst_n) begin
    if (~rst_n) begin
        buff[WIDTH-1: 0] <= 0;
    end
    else if (we) begin
        buff[WIDTH-1: 0] <= din[WIDTH-1: 0];
    end
end
endmodule
module InputCtrl_LED (
           input wire           light,
           input wire  [32 - 1: 0]  num_in,
           output wire [24 - 1: 0]     led
       );
assign  led[24 - 1: 0] = (light) ?
        num_in[24 - 1: 0] : 24'b0;
endmodule
module Interface_LED_SWITCH (
           input    wire            clk,
           input    wire            deviceClk,
           input    wire            rst_n,
           input    wire            BG,  
           input    wire [32 - 1: 0]    addr,
           input    wire [4 - 1: 0]    ctrl,
           inout    wire [32 - 1: 0]    data,  
           input    wire [24 - 1: 0]    switch,
           output   wire [24 - 1: 0]       led
       );
wire clk_input;
wire clk_output;
wire [32 - 1: 0] data_input;  
wire [32 - 1: 0] input_data;  
wire [32 - 1: 0] data_output;  
wire [32 - 1: 0] output_data;  
wire ctrl_call;      
wire data_call;      
wire status_call;    
wire input_call;     
wire output_call;    
assign input_call  = ((BG == 1'b1) && (ctrl[0] == 1'b1)) ? 1'b1 : 1'b0;
assign output_call = ((BG == 1'b1) && (ctrl[0] == 1'b0)) ? 1'b1 : 1'b0;
wire [3 - 2 + 1 - 1: 0] addrOut = addr[3: 2];
assign ctrl_call   = (addrOut == 2'b00) ? 1'b1 : 1'b0;
assign data_call   = (addrOut == 2'b01) ? 1'b1 : 1'b0;
assign data =  (output_call) ? data_output :             
       32'dz;                    
assign data_input = data;
assign clk_input = clk;  
Buffer #(.WIDTH(32))
       input_buf (
           .clk(clk_input),
           .rst_n(rst_n),
           .din(data_input),
           .we(input_call),
           .dout(input_data)
       );
InputCtrl_LED ledCtrl (
                  .light(1'b1),  
                  .num_in(input_data),
                  .led(led)
              );
assign clk_output = clk;
Buffer  #(.WIDTH(32))
        output_buf (
            .clk(clk_output),
            .rst_n(rst_n),
            .we(1'b1),
            .din(output_data),
            .dout(data_output)
        );
OutputCtrl_Switch switchCtrl (
                      .switch(switch),
                      .data(output_data)
                  );
endmodule
module OutputCtrl_Switch (
           input    wire [24 - 1: 0]     switch,
           output   wire [32 - 1: 0]     data
       );
assign data[24 - 1: 0] = switch[24 - 1: 0];
assign data[32 - 1: 24] = 0;
endmodule
File: ./constraint.sdc
current_design Interface_LED_SWITCH

set clk_period 1.5
set clk_io_pct 0.2

create_clock -name clk0 -period $clk_period [get_ports {clk}]

set non_clock_inputs [all_inputs -no_clocks]
set_input_delay [expr $clk_period * $clk_io_pct] -clock clk0 $non_clock_inputs
set_output_delay [expr $clk_period * $clk_io_pct] -clock clk0 [all_outputs]
File: ./run.sh
#!/bin/bash
# OpenROAD 26Q1-2900-gdf79404cd8, Yosys 0.63+post, stock flow scripts
make -C /OpenROAD-flow-scripts/flow DESIGN_CONFIG=/design/flow/config.mk WORK_HOME=/design/flow/orfs finish
==> metrics.csv <==
stage,metric,value,unit
die,fp-row-count,22,
placed_design,dpl.hpwl,1850,um
placed_design,place_congestion,0.743,
clock_network,cts_buffers,5,
logic_synthesis,yosysChipArea,1640,um2
logic_synthesis,ys_cells,84,
logic_synthesis,postSynthCellCount,84,
logic_synthesis,top_area_cell,dfrtp_1,
clock_network,root_buffer,clkbuf_8,
clock_network,cts-resized-gates,0,
logic_synthesis,syn_area_per_cell,19.5,um2
die,die_w,66.0,um
outcome,status,aborted with a tool error,
placed_design,numPortBuffers,51,
logic_synthesis,numSynthFlops,48,
placed_design,placed_cells_incl_taps,183,
die,ios,120,
logic_synthesis,yosysWarnings,2,
die,die_y,66.0,um
logic_synthesis,ys_types,7,
clock_network,htreeDepth,2,
die,fp_util,43.1,%
logic_synthesis,synth_seq_share,73.3,%
placed_design,placed_cell_area,2200,um2
clock_network,cts_setup_buffers,0,
clock_network,clkSinkCount,48,
outcome,tool.error,"[error] [KeplerFormal.cpp:679] Workflow failed: Iso has multiple drivers: .data0, data[0]$_DFF_PN0_.Q0",
outcome,stop_stage,clock tree synthesis (4_1_cts),
logic_synthesis,top_cell_area_share,73.3,%
logic_synthesis,synth.cell_area,1640,um2
logic_synthesis,area_leaders,"dfrtp_1 (73%), mux2_4 (18%), buf_4 (3.7%)",
clock_network,clk_path_buf_depth,2,
-- cell families after synthesis --
| kind of cell | share of synthesized area, % |
|---|---|
| buffers and inverters | 5.04 |
| other | 0.229 |
| AND/OR/NAND/NOR | 0.382 |
| multiplexers | 21.1 |
| flip-flops | 73.3 |
-- through the flow --
stage	power [mW]	setup WS [ns]	hold slack, ns
2_1_floorplan	1.64	0.485	0.00441
3_3_place_gp	1.94	0.0189	0.300
3_5_place_dp	1.95	-0.00129	0.304
-- cells in the mapped netlist --
master and count:
buf_4 8, buf_6 2, conb_1 1, dfrtp_1 48, mux2_2 4, mux2_4 20, nand2_2 1
No activity file was given, so power comes from the tool's default toggle rates.
