<file path="config.mk">
export PLATFORM = sky130hd
export DESIGN_NAME = EX
export DESIGN_NICKNAME = EX
export VERILOG_FILES = /design/flow/design.v
export SDC_FILE = /design/flow/constraint.sdc
export NUM_CORES = 4
export LEC_CHECK = 1
export CORE_UTILIZATION = 40
</file>
<file path="constraint.sdc">
current_design EX

set clk_period 23.1
set clk_io_pct 0.2

create_clock -name clk0 -period $clk_period

set non_clock_inputs [all_inputs -no_clocks]
set_input_delay [expr $clk_period * $clk_io_pct] -clock clk0 $non_clock_inputs
set_output_delay [expr $clk_period * $clk_io_pct] -clock clk0 [all_outputs]
</file>
<file path="design.v">
module ALU (
           input    wire [31: 0]    A,
           input    wire [31: 0]    B,
           input    wire [2: 0]     ALUop,
           input    wire            Unsigned,
           output   wire [31: 0]    out
       );
wire [31: 0] addOut;
wire [31: 0] subOut;
wire [31: 0] andOut;
wire [31: 0] orOut;
wire [31: 0] xorOut;
wire [31: 0] sllOut;
wire [31: 0] srlOut;
wire [31: 0] sraOut;
wire trash_bit;
reg [31: 0] out_reg;
wire [32: 0] addA;
wire [32: 0] addB;
wire         subOpe;
assign subOpe = (ALUop == 3'b010);
assign addA   = {A[31: 0], subOpe};
assign addB   = (subOpe) ? {(~B), 1'b1} : {B, 1'b0};
assign {addOut[31: 0], trash_bit} = addA[32: 0] + addB[32: 0];
assign andOut[31: 0] = A[31: 0] & B[31: 0];
assign orOut[31: 0]  = A[31: 0] | B[31: 0];
assign xorOut[31: 0] = A[31: 0] ^ B[31: 0];
assign sllOut[31: 0] = (Unsigned == 1'b1) ? B[31: 0] : A[31: 0] << $unsigned(B[4: 0]);   
assign srlOut[31: 0] = A[31: 0] >> $unsigned(B[4: 0]);
assign sraOut[31: 0] = $signed(A[31: 0]) >>> $unsigned(B[4: 0]);
assign out = out_reg;
always @(*) begin
    case (ALUop)
        3'b110: begin
            out_reg[31: 0] = andOut[31: 0];
        end
        3'b100: begin
            out_reg[31: 0] = orOut[31: 0];
        end
        3'b101: begin
            out_reg[31: 0] = xorOut[31: 0];
        end
        3'b001: begin
            out_reg[31: 0] = sllOut[31: 0];
        end
        3'b011: begin
            out_reg[31: 0] = srlOut[31: 0];
        end
        3'b111: begin
            out_reg[31: 0] = sraOut[31: 0];
        end
        default: begin   
            out_reg[31: 0] = addOut[31: 0];
        end
    endcase
end
endmodule
module COMP (
           input   wire [31: 0]    A,
           input   wire [31: 0]    B,
           input   wire            Unsigned,
           output  wire [1: 0]     out
       );
wire [31: 0] Ain;
wire [31: 0] Bin;
wire equal;
wire less;
reg [1: 0] out_reg;
assign Ain[30: 0] = A[30: 0];
assign Ain[31]    = (Unsigned == 1'b1) ? A[31] : ~A[31];
assign Bin[30: 0] = B[30: 0];
assign Bin[31]    = (Unsigned == 1'b1) ? B[31] : ~B[31];
assign equal = ($unsigned(Ain) == $unsigned(Bin)) ? 1'b1 : 1'b0;
assign less  = ($unsigned(Ain) < $unsigned(Bin)) ? 1'b1 : 1'b0;
assign out = out_reg;
always @(*) begin
    if (equal) begin
        out_reg = 2'b00;
    end
    else if (less) begin
        out_reg = 2'b01;
    end
    else begin
        out_reg = 2'b10;
    end
end
endmodule
module EX (
           input   wire [31: 0]    rd1,
           input   wire [31: 0]    rd2,
           input   wire [31: 0]    imm,
           input   wire [31: 0]    pc,
           input   wire            ASel,
           input   wire            BSel,
           input   wire [2: 0]     ALUop,
           input   wire            Unsigned,
           output  wire [1: 0]     COMPOut,
           output  wire [31: 0]    COMPExOut,
           output  wire [31: 0]    ALUOut
       );
wire [31: 0] Ain;
wire [31: 0] Bin;
wire [31: 0] COMPAin;
wire [31: 0] COMPBin;
assign Ain     = (ASel == 1'b1) ? pc : rd1;
assign COMPAin = (ASel == 1'b1) ? rd1 : pc;
assign Bin     = (BSel == 1'b1) ? imm : rd2;
assign COMPBin = (BSel == 1'b1) ? rd2 : imm;
assign COMPExOut[31: 0] = {31'b0, COMPOut[0]};
ALU alu (
        .A(Ain),
        .B(Bin),
        .ALUop(ALUop),
        .Unsigned(Unsigned),
        .out(ALUOut)
    );
COMP comp (
         .A(COMPAin),
         .B(COMPBin),
         .Unsigned(Unsigned),
         .out(COMPOut)
     );
endmodule
</file>
<file path="run.sh">
#!/bin/bash
# OpenROAD 26Q1-2900-gdf79404cd8, Yosys 0.63+post, stock flow scripts
make -C /OpenROAD-flow-scripts/flow DESIGN_CONFIG=/design/flow/config.mk WORK_HOME=/design/flow/orfs finish
</file>
==> run_results.csv <==
group,metric,value,unit
cells_and_area,flops,0,
global_route,grt_pass1_wl,75.67,mm
cells_and_area,final_cell_count_no_fill,2003,
sta,timing.final.hold_violations,0,
worst_setup_path,slowest_stage,"a2111oi_1",
yosys,syn_inst,1543,
worst_setup_path,cpPeakStageDelay,0.64,ns
placement,dp_cells,2003,
yosys,top_cells_by_count,"mux2i_1 (200), nand2_1 (152), ha_1 (128), a21oi_1 (111), nor2_1 (106)",
floorplanning,num_rows,60,
sta,rsz0062_at_grt,"false",
worst_setup_path,crit_family,"AND-OR/OR-AND gates",
cts,ctsResizeCount,0,
yosys,netlist.top_cell.by_area,"mux2i_1",
cts,cts_setup_buffers,0,
yosys,yosysChipArea,11100,µm²
yosys,netlist_area,11100,µm²
yosys,yosysWarnings,2,
floorplanning,coreArea,27100,µm²
worst_setup_path,critPathKind,"primary input to output port",
placement,placed_cell_area,12790,µm²
sta,max-slew-margin-rel,38.78,%
global_route,grt_pass1_vias,11830,
sta,setup_tns,0,ns
global_route,grt.total_usage,36.31,%
global_route,grt_max_degree,67,
drt,n_antenna_cell,0,
cts,cts_hold_buf,0,
global_route,antenna_found_initial,0,
worst_setup_path,critPathLaunch,"ALUop[0]",
worst_setup_path,cp-start-kind,"primary input",
drt,wl,51.06,mm
min_path,hold_class,"primary input to output port",
yosys,synth.distinct_cells,93,
drt,vias,12270,
placement,numPortBuffers,169,
sta,maxSlewViolCount,0,
worst_setup_path,arrival,9.45,ns
drt,first_pass_iters,7,
cells_and_area,syn2layout_area_growth,15.20,%
cells_and_area,final_cell_area,12790,µm²
yosys,yosysCellCount,1543,
cells_and_area,num-clock-buffers,0,
drt,wl_per_cell,25.49,µm
run,cap_violations,0,
worst_setup_path,cp-end-kind,"output port",
sta,finalSetupViolCount,0,
worst_setup_path,worstPathMaxFanout,46,
min_path,worstHoldStart,"ALUop[1]",
drt,drc,0,
yosys,synth.area.top_cells,"mux2i_1 (18%), ha_1 (14%), mux2_2 (6.4%)",
floorplanning,fp_util,40.96,%
floorplanning,die_h,168.6,µm
yosys,yosysTopAreaCellShare,18.03,%
sta,tightest_slew,0.9122,ns
cells_and_area,seqCellArea,0,µm²
floorplanning,die_width,168.6,µm
yosys,synth_area_per_cell,7.195,µm²
worst_setup_path,path_buffers,4,
yosys,postSynthSeqShare,0,%
placement,gp_congestion,1.061,
cells_and_area,drive_gt1_share,9.810,%
sta,period_used_share,60.89,%
power_and_ir_drop,ir_drop,0.00002441,V
worst_setup_path,cp.required,18.48,ns
power_and_ir_drop,leakage,5.686,nW
sta,layout_min_cycle_time,14.07,ns
placement,dp_hpwl,40.84,mm
floorplanning,dieArea,28420,µm²
power_and_ir_drop,p_per_area,33.74,nW/µm²
drt,drt_iter0_markers,1026,
sta,max_freq,0.07110,GHz
drt,avgViaCountPerCell,6.126,
run,warning_count,65,
worst_setup_path,path_cells,"clkdlybuf4s50_1 > buf_4 > or3b_2 > buf_4 > xnor2_1 > ha_1 > a21oi_1 > o22ai_1 > a2111oi_1 > o21ai_0 > a21oi_1 > o211ai_1 > o31a_1 > o211ai_1 > clkdlybuf4s50_1",
yosys,synth_top_cell_by_count,"mux2i_1",
floorplanning,pin_count,200,
global_route,overflow,0,
status,status,"finished clean",
drt,postRouteAntennaNets,0,
## cell type report
class / instances / area, µm²
fill: 2815 / 14310
inverter: 91 / 341.6
multi-input combinational: 1332 / 10010
tap: 372 / 465.4
timing repair buffer: 208 / 1969
## power breakdown
part	switching, mW	internal, mW	leakage (nW)
Combinational	0.254	0.178	5.69
Clock	0	0	0
Sequential	0	0	0
## through the flow
step	hold WS, ns	utilization, %	total power [mW]	setup slack [ns]
after floorplan	9.574	-	0.2726	10.40
after global placement	10.35	47.19	0.4246	9.114
after detailed placement	10.34	47.19	0.4225	9.096
after CTS	10.35	47.19	0.4249	9.089
after global routing	10.43	47.19	0.4656	8.732
final	10.35	47.19	0.4316	9.035
## final timing paths
check         end  slack, ns  depth (start not counted)
max    ALUOut[26]       9.03                         15
min    ALUOut[31]      10.35                          6
## routing by layer
| metal | global-route usage [%] | share of wire (%) | vias up |
|---|---|---|---|
| met2 | 61.57 | 47 | 494 |
| met3 | 5.452 | 6.8 | 120 |
| li1 | - | - | 5802 |
| met1 | 45.88 | 41 | 5855 |
| met4 | 15.30 | 4.8 | 0 |
| met5 | 0 | 0 | - |
## cells by family after synthesis
family / after synthesis / synth area share, %
other: 1 / 0.03378
xor gates and xnor gates: 59 / 4.655
adders and majority gates: 128 / 14.43
buffers and inverters: 241 / 10.86
and+or+nand+nor: 399 / 16.08
AOI/OAI and AO/OA: 429 / 25.89
muxes: 286 / 28.05
## layout by cell type (no fill, tap or decap), drive strengths merged, types with 21 or more instances in the layout
cell type        n
inv             90
a21oi          112
mux2i          212
a21o            21
o21ai          102
nor3            26
conb            31
o211ai          33
xor2            26
clkdlybuf4s50  165
nand3           41
nand2          153
ha             128
buf             43
mux2            66
xnor2           33
nor2           106
Power is estimated from default activity; no workload was simulated.
